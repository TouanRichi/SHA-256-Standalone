==> ./design.v <==
module SHA256top(
    input wire clk,
    input wire reset,               
    input wire start_in,
    input wire [31:0] w0_sha256, w1_sha256, w2_sha256, w3_sha256,
    input wire [31:0] w4_sha256, w5_sha256, w6_sha256, w7_sha256,
    input wire [31:0] w8_sha256, w9_sha256, w10_sha256, w11_sha256,
    input wire [31:0] w12_sha256, w13_sha256, w14_sha256, w15_sha256,
    input wire [31:0] A_i, B_i, C_i, D_i, E_i, F_i, G_i, H_i,
    output reg [255:0] sha256_result,
    output reg sha256_done
);
    parameter [31:0] H0_INIT = 32'h6A09E667;
    parameter [31:0] H1_INIT = 32'hBB67AE85;
    parameter [31:0] H2_INIT = 32'h3C6EF372;
    parameter [31:0] H3_INIT = 32'hA54FF53A;
    parameter [31:0] H4_INIT = 32'h510E527F;
    parameter [31:0] H5_INIT = 32'h9B05688C;
    parameter [31:0] H6_INIT = 32'h1F83D9AB;
    parameter [31:0] H7_INIT = 32'h5BE0CD19;
    reg [31:0] K [0:63];
    initial begin
        K[0]  = 32'h428a2f98; K[1]  = 32'h71374491; K[2]  = 32'hb5c0fbcf; K[3]  = 32'he9b5dba5;
        K[4]  = 32'h3956c25b; K[5]  = 32'h59f111f1; K[6]  = 32'h923f82a4; K[7]  = 32'hab1c5ed5;
        K[8]  = 32'hd807aa98; K[9]  = 32'h12835b01; K[10] = 32'h243185be; K[11] = 32'h550c7dc3;
        K[12] = 32'h72be5d74; K[13] = 32'h80deb1fe; K[14] = 32'h9bdc06a7; K[15] = 32'hc19bf174;
        K[16] = 32'he49b69c1; K[17] = 32'hefbe4786; K[18] = 32'h0fc19dc6; K[19] = 32'h240ca1cc;
        K[20] = 32'h2de92c6f; K[21] = 32'h4a7484aa; K[22] = 32'h5cb0a9dc; K[23] = 32'h76f988da;
        K[24] = 32'h983e5152; K[25] = 32'ha831c66d; K[26] = 32'hb00327c8; K[27] = 32'hbf597fc7;
        K[28] = 32'hc6e00bf3; K[29] = 32'hd5a79147; K[30] = 32'h06ca6351; K[31] = 32'h14292967;
        K[32] = 32'h27b70a85; K[33] = 32'h2e1b2138; K[34] = 32'h4d2c6dfc; K[35] = 32'h53380d13;
        K[36] = 32'h650a7354; K[37] = 32'h766a0abb; K[38] = 32'h81c2c92e; K[39] = 32'h92722c85;
        K[40] = 32'ha2bfe8a1; K[41] = 32'ha81a664b; K[42] = 32'hc24b8b70; K[43] = 32'hc76c51a3;
        K[44] = 32'hd192e819; K[45] = 32'hd6990624; K[46] = 32'hf40e3585; K[47] = 32'h106aa070;
        K[48] = 32'h19a4c116; K[49] = 32'h1e376c08; K[50] = 32'h2748774c; K[51] = 32'h34b0bcb5;
        K[52] = 32'h391c0cb3; K[53] = 32'h4ed8aa4a; K[54] = 32'h5b9cca4f; K[55] = 32'h682e6ff3;
        K[56] = 32'h748f82ee; K[57] = 32'h78a5636f; K[58] = 32'h84c87814; K[59] = 32'h8cc70208;
        K[60] = 32'h90befffa; K[61] = 32'ha4506ceb; K[62] = 32'hbef9a3f7; K[63] = 32'hc67178f2;
    end
    function [31:0] rotr;
        input [31:0] x;
        input [4:0] n;
        begin
            rotr = (x >> n) | (x << (32 - n));
        end
    endfunction
    function [31:0] choice;
        input [31:0] e, f, g;
        begin
            choice = (e & f) ^ (~e & g);
        end
    endfunction
    function [31:0] majority;
        input [31:0] a, b, c;
        begin
            majority = (a & b) ^ (a & c) ^ (b & c);
        end
    endfunction
    function [31:0] big_sigma0;
        input [31:0] x;
        begin
            big_sigma0 = rotr(x, 2) ^ rotr(x, 13) ^ rotr(x, 22);
        end
    endfunction
    function [31:0] big_sigma1;
        input [31:0] x;
        begin
            big_sigma1 = rotr(x, 6) ^ rotr(x, 11) ^ rotr(x, 25);
        end
    endfunction
    function [31:0] small_sigma0;
        input [31:0] x;
        begin
            small_sigma0 = rotr(x, 7) ^ rotr(x, 18) ^ (x >> 3);
        end
    endfunction
    function [31:0] small_sigma1;
        input [31:0] x;
        begin
            small_sigma1 = rotr(x, 17) ^ rotr(x, 19) ^ (x >> 10);
        end
    endfunction
    parameter [2:0] IDLE = 3'b000,
                    INIT = 3'b001,
                    PROCESS = 3'b010,
                    FINALIZE = 3'b011,
                    STABILIZE = 3'b100,
                    DONE = 3'b101;
    reg [2:0] state;
    reg [6:0] round_counter;   
    reg [31:0] a, b, c, d, e, f, g, h;           
    reg [31:0] H0, H1, H2, H3, H4, H5, H6, H7;   
    reg [31:0] W [0:63];                         
    reg [31:0] W_current;                        
    wire [31:0] T1, T2;
    assign T1 = h + big_sigma1(e) + choice(e, f, g) + K[round_counter] + W_current;
    assign T2 = big_sigma0(a) + majority(a, b, c);
    always @(posedge clk or negedge reset) begin
        if (!reset) begin
            state <= IDLE;
            round_counter <= 0;
            sha256_done <= 0;
            sha256_result <= 256'h0;
            W_current <= 0;
            a <= 0; b <= 0; c <= 0; d <= 0; e <= 0; f <= 0; g <= 0; h <= 0;
            H0 <= 0; H1 <= 0; H2 <= 0; H3 <= 0; H4 <= 0; H5 <= 0; H6 <= 0; H7 <= 0;
        end else begin
            case (state)
                IDLE: begin
                    sha256_done <= 0;
                    if (start_in) begin
                        state <= INIT;
                        round_counter <= 0;
                    end
                end
                INIT: begin
                    H0 <= H0_INIT;
                    H1 <= H1_INIT;
                    H2 <= H2_INIT;
                    H3 <= H3_INIT;
                    H4 <= H4_INIT;
                    H5 <= H5_INIT;
                    H6 <= H6_INIT;
                    H7 <= H7_INIT;
                    a <= H0_INIT;
                    b <= H1_INIT;
                    c <= H2_INIT;
                    d <= H3_INIT;
                    e <= H4_INIT;
                    f <= H5_INIT;
                    g <= H6_INIT;
                    h <= H7_INIT;
                    W[0]  <= w0_sha256;  W[1]  <= w1_sha256;  W[2]  <= w2_sha256;  W[3]  <= w3_sha256;
                    W[4]  <= w4_sha256;  W[5]  <= w5_sha256;  W[6]  <= w6_sha256;  W[7]  <= w7_sha256;
                    W[8]  <= w8_sha256;  W[9]  <= w9_sha256;  W[10] <= w10_sha256; W[11] <= w11_sha256;
                    W[12] <= w12_sha256; W[13] <= w13_sha256; W[14] <= w14_sha256; W[15] <= w15_sha256;
                    W_current <= w0_sha256;
                    state <= PROCESS;
                end
                PROCESS: begin
                    if (round_counter < 64) begin
                        h <= g;
                        g <= f;
                        f <= e;
                        e <= d + T1;
                        d <= c;
                        c <= b;
                        b <= a;
                        a <= T1 + T2;
                        round_counter <= round_counter + 1;
                        if (round_counter < 63) begin
                            if (round_counter >= 15) begin
                                W[round_counter+1] <= small_sigma1(W[round_counter-1]) + W[round_counter-6] + 
                                                     small_sigma0(W[round_counter-14]) + W[round_counter-15];
                                W_current <= small_sigma1(W[round_counter-1]) + W[round_counter-6] + 
                                            small_sigma0(W[round_counter-14]) + W[round_counter-15];
                            end else begin
                                W_current <= W[round_counter+1];
                            end
                        end
                    end else begin
                        state <= FINALIZE;
                    end
                end
                FINALIZE: begin
                    H0 <= H0 + a;
                    H1 <= H1 + b;
                    H2 <= H2 + c;
                    H3 <= H3 + d;
                    H4 <= H4 + e;
                    H5 <= H5 + f;
                    H6 <= H6 + g;
                    H7 <= H7 + h;
                    state <= STABILIZE;
                end
                STABILIZE: begin
                    state <= DONE;
                end
                DONE: begin
                    sha256_result <= {H0, H1, H2, H3, H4, H5, H6, H7};
                    sha256_done <= 1;
                    if (!start_in) begin
                        state <= IDLE;
                        sha256_done <= 0;
                    end
                end
                default: state <= IDLE;
            endcase
        end
    end
endmodule
==> ./run.sh <==
#!/bin/bash
# OpenROAD 26Q1-2900-gdf79404cd8, Yosys 0.63+post, stock flow scripts
make -C /OpenROAD-flow-scripts/flow DESIGN_CONFIG=/design/flow/config.mk WORK_HOME=/design/flow/orfs finish
==> ./config.mk <==
export PLATFORM = sky130hd
export DESIGN_NAME = SHA256top
export DESIGN_NICKNAME = SHA256top
export VERILOG_FILES = /design/flow/design.v
export SDC_FILE = /design/flow/constraint.sdc
export NUM_CORES = 4
export LEC_CHECK = 1
export CORE_UTILIZATION = 30
==> ./constraint.sdc <==
current_design SHA256top

set clk_period 61.4
set clk_io_pct 0.2

create_clock -name clk0 -period $clk_period [get_ports {clk}]

set non_clock_inputs [all_inputs -no_clocks]
set_input_delay [expr $clk_period * $clk_io_pct] -clock clk0 $non_clock_inputs
set_output_delay [expr $clk_period * $clk_io_pct] -clock clk0 [all_outputs]
==> changes_impl.md <==
## Flow update

- CTS Root Cell: clkbuf_16
- First Err: [ERROR GRT-0116] Global routing finished with congestion. Check the congestion regions in the DRC Viewer.
- #FFs+latches synth: 2862
- Routability cong.: roughly 1.4
- FFs w/ async S/R, synth: 28.44%
- TritonCTS Buffers: 358
- Failing step: global routing (5_1_grt)
- # hold bufs at CTS: 0
- CTS resizes: 0
- Outcome: stopped before the end
- Deepest clock path buffer count: 4
- YS chip area: ~0.18 mm²
- Biggest area cells: edfxtp_1, dfrtp_1, a22oi_1, a22o_1, a221oi_1
- Seq share, synth: between 40% and 50%
- Post-synth top flop: edfxtp_1
- Yosys cell count: 18170
- Cell area after synthesis: 0.1832 mm²
- GRT Total Usage: 96.44%
- Post-synth cell types: 101
- Clk sinks: ~2900
- Fp util: 30.15%
- Syn. warnings: 2
- Post-DP HPWL: 1910000 µm
- Die width: 783.5 µm
- Post-synth EDFFs: 2048
- Max-area cell share: between 30% and 40%
- Die Ht: 783.5 µm
- Syn Inst Count: 18170
- Global-route wire length before repair: 3801000 µm
- CTS H-tree lvls: 5
- Post-synth top area cell: edfxtp_1
- Mean post-synth cell area: 10.08 µm²
- FP Rows: 286
- Top cells by count: a22oi_1, edfxtp_1, clkbuf_1
- Pin count of the biggest net entering global routing: 120
- Input/output buffers: 771
- Vias in the first global route: about 290k
- I/O pin cnt: 1028
- Most common cell in the netlist: a22oi_1
- GRT overflow: 15200
- Post-CTS Setup Inserts: 0
[per-layer routing]
layer / GRT usage (%) / GRT overflow
met1: 96.18 / 2706
met2: 101.4 / 6062
met3: 93.23 / 2923
met4: 94.43 / 3195
met5: 82.50 / 311
[cell families after synthesis]
group           share of synthesized area (%)
compound gates                          29.67
simple gates                            10.35
flops                                   44.69
buf+inv                                 4.974
fa+ha+maj                               4.918
xor+xnor                                2.878
mux                                     2.530
[through the flow]
step | total power, W | setup WS, ns | instances | instance area, µm²
after floorplan | 0.03615 | 45.90 | 18170 | 183200
after global placement | 0.08742 | 45.56 | 27820 | 217000
after detailed placement | 0.08682 | 45.58 | 27820 | 217000
after CTS | 0.08944 | 46.65 | 28490 | 229600
Power and IR drop assume default switching activity.
